`run.sh`:
```
#!/bin/bash
# OpenROAD 26Q1-2900-gdf79404cd8, Yosys 0.63+post, stock flow scripts
make -C /OpenROAD-flow-scripts/flow DESIGN_CONFIG=/design/flow/config.mk WORK_HOME=/design/flow/orfs finish
```
`config.mk`:
```
export PLATFORM = sky130hd
export DESIGN_NAME = top
export DESIGN_NICKNAME = top
export VERILOG_FILES = /design/flow/design.v
export SDC_FILE = /design/flow/constraint.sdc
export NUM_CORES = 4
export LEC_CHECK = 1
export CORE_UTILIZATION = 40
```
`constraint.sdc`:
```
current_design top

set clk_period 6.1
set clk_io_pct 0.2

create_clock -name clk0 -period $clk_period [get_ports {clk}]

set non_clock_inputs [all_inputs -no_clocks]
set_input_delay [expr $clk_period * $clk_io_pct] -clock clk0 $non_clock_inputs
set_output_delay [expr $clk_period * $clk_io_pct] -clock clk0 [all_outputs]
```
`design.v`:
```
`timescale 1ns/1ps
module top(
    input clk, rst,
    input [3:0] floor_request,
    output move_up, move_down, open_door,
    output [1:0] floor,
    output [3:0] f_o,
    output led
);
    wire c_out;
    assign led = c_out;
    clockdivider clk_div(
        .c_out(c_out),
        .clk(clk),
        .rst(rst)
    );
    lift elevator(
        .c_out(c_out),
        .rst(rst),
        .floor_request(floor_request), 
        .move_up(move_up), 
        .move_down(move_down), 
        .open_door(open_door),
        .floor(floor),
        .f_o(f_o)
    );
endmodule
module lift(
    input c_out, 
    input rst,
    input [3:0] floor_request,
    output reg move_up, move_down, open_door,
    output reg [1:0] floor,
    output reg [3:0] f_o
);
reg [2:0] ps, ns;
reg [4:0] timer;
reg [1:0] f_r;
reg invalid;
parameter 
    idle        = 3'b000,
    moving_up   = 3'b001,
    moving_down = 3'b010,
    door_open   = 3'b011,
    door_close  = 3'b100;
always @(*) begin
    ns      = ps;
    f_r     = floor;
    invalid = 1'b1;
    f_o     = 4'b0000;
    case (floor_request)
        4'b0001: begin f_r = 2'b00; invalid = 1'b0; end
        4'b0010: begin f_r = 2'b01; invalid = 1'b0; end
        4'b0100: begin f_r = 2'b10; invalid = 1'b0; end
        4'b1000: begin f_r = 2'b11; invalid = 1'b0; end
        default: begin f_r = floor; invalid = 1'b1; end
    endcase
    case (floor)
        2'b00: f_o = 4'b0001;
        2'b01: f_o = 4'b0010;
        2'b10: f_o = 4'b0100;
        2'b11: f_o = 4'b1000;
        default: f_o = 4'b0000;
    endcase
    case (ps)
        idle: begin
            if (!invalid) begin
                if (f_r == floor)
                    ns = door_open;
                else if (f_r > floor)
                    ns = moving_up;
                else if (f_r < floor)
                    ns = moving_down;
            end
        end
        moving_up: begin
            if (f_r == floor)
                ns = door_open;
            else if (f_r > floor)
                ns = moving_up;
            else if (f_r < floor)
                ns = moving_down; 
        end
        moving_down: begin
            if (f_r == floor)
                ns = door_open;
            else if (f_r < floor)
                ns = moving_down;
            else if (f_r > floor)
                ns = moving_up; 
        end
        door_open: begin
            if (timer == 3)
                ns = door_close;
            else
                ns = door_open;
        end
        door_close: ns = idle;
        default: ns = idle;
    endcase
end
always @(posedge c_out or posedge rst) begin
    if (rst) begin
        ps        <= idle;
        move_up   <= 0;
        move_down <= 0;
        open_door <= 0;
        timer     <= 0;
        floor     <= 2'b00;
    end
    else begin
        ps <= ns;
        if (ps == moving_up && floor != 2'b11 && floor != f_r)
            floor <= floor + 1;
        else if (ps == moving_down && floor != 2'b00 && floor != f_r)
            floor <= floor - 1;
        if (ps == door_open) begin
            if (timer == 3)
                timer <= 0;
            else
                timer <= timer + 1;
        end
        else
            timer <= 0;
        case (ps)
            idle: begin
                move_up   <= 0;
                move_down <= 0;
                open_door <= 0;
            end
            moving_up: begin
                move_up   <= 1;
                move_down <= 0;
                open_door <= 0;
            end
            moving_down: begin
                move_up   <= 0;
                move_down <= 1;
                open_door <= 0;
            end
            door_open: begin
                move_up   <= 0;
                move_down <= 0;
                open_door <= 1;
            end
            door_close: begin
                move_up   <= 0;
                move_down <= 0;
                open_door <= 0;
            end
            default: begin
                move_up   <= 0;
                move_down <= 0;
                open_door <= 0;
            end
        endcase
    end
end
endmodule
module clockdivider(
    output reg c_out,
    input clk, rst
);
    reg [27:0] count;
    always @(posedge clk or posedge rst) begin
        if (rst) begin
            c_out <= 0;
            count <= 0;
        end
        else if (count == 25000000) begin
            count <= 0;
            c_out <= ~c_out;
        end
        else begin
            count <= count + 1;
        end 
    end
endmodule
```
==> results.txt <==
flow finished, numbers: met2 Use GR=23.5%, Top Usage Layer GRT=met2, worst hold path class=register to register, Setup violations, final=0, post-layout period usage=a little over two fifths, #FFs+latches synth=between 40 and 50, yosys warns=2, Clock transition at path regs=~0.06 ns, global-route track usage on met3=under 10%, yosys synthesis chip area=2310 um2, run status=finished clean, synthesized area=around 2300 um2, worst-path cell chain=clkdlybuf4s50_1, Post-synth ARST share=around 100%, EDFF count, synth=0, Final Hold Vio Count=0, CP startpoint kind=register, Reg2Reg Setup Slack=4.19 ns, Max-Cap Viols=0, Final ANT Viol Nets=0, clk_skew=0.00311 ns, RSZ-0062 raised after global routing=false, TritonCTS clock tree=done, Worst Setup EP=led, gr ovfl total=0, register pins left without a clock=15, CP delay by family, top=flip-flops, number of cell rows=27, DR pass1 iterations=4, Tool Warnings=30, grt met1 use=around 23%, endpoints left unconstrained=24, Avg Cell Area, Syn=between 10 and 15 um2, Synth-to-Final Area Change=12.9%, largest net degree at the start of global routing=45, Routed Wire Length=roughly 4100 um, cell depth of the worst setup path=1, share of post-route cells with drive strength above 1=8.26%, initial antenna violation count=0, deepest clock path buffer count=2, min Tclk post-route=~2.7 ns, crit path buf inv count=1, worst skew pair latency=roughly 0.28 ns, Slew Limit Fails=0, Peak Freq=around 0.38 GHz, reg-to-reg endpoint=clk_div.count[22], CTS Root Cell=clkbuf_8, Top-area cell share=46.6%, Yosys top cell by instances=dfrtp_1, post-synthesis sequential area ratio=between 40 and 50%, number of buffers added for setup after CTS=0, Final Power=between 0.3 and 0.4 mW, fin cells=between 300 and 400, vias per cell=5.21, ys flop type=dfrtp_1, Mapped Cells=224, RD Place Congestion=between 0.8 and 0.9, TritonCTS buffer count=5, core box area=around 5500 um2, Chip Height=78.0 um, Die W=about 78 um, Total Routing Usage GR=approximately 15%, Hold Buf Count CTS=0, reg2reg start=clk_div.count[0], Fin Hold WS=0.466 ns, Pwr Density=approximately 140 nW/um2, Die Area=6090 um2, Final TNS setup=0 ns, post-DP HPWL=2880 um, first-pass GRT wire length=approximately 7000 um, fp util=approximately two fifths, Critical-path top delay cell=dfrtp_1, R2R depth=5, IO Pins=16, CP peak stage delay=0.62 ns, Worst EP arrival=~1.4 ns, yosys cell count=224, WP data required=4.88 ns, Fill cells=~540, PortBufs=15, distinct cell type count after synthesis=~44, Slew HR=between 60% and 70%, Commonest cells post-synth=43 x dfrtp_1, 19 x nor2_1, 15 x nand2_1, CP Max Fanout=17, Vias=1,636, vias in the first global route=approximately 1,500, Crit. Startpoint=clk_div.c_out, Cell area leaders=dfrtp_1 47%, ha_1 5.4%, xnor2_1 5.3%, DRC=0, VDD IR-drop max=0.000106 V, area leader, netlist=dfrtp_1, Worst-Margin Slew=about 0.55 ns, Resize count post-CTS=0, Critical Path End Type=primary output, Placed Cells=about 300, initial DRC count=32, H-tree depth=2, Leak=1.11 nW, drt wl/cell=about 13 um, Hold Path Cell Cnt=1, # diodes=0, Crit Path Class=register to primary output
==> layer usage <==
| layer | up-vias | part of all wire, % |
|---|---|---|
| li1 | 828 | - |
| met1 | 776 | 50 |
| met2 | 26 | 45 |
| met3 | 6 | 3.9 |
| met4 | 0 | 1.1 |
| met5 | - | 0 |
==> cell type report <==
cell class	count	area, um2	share of cell area [%]
multi-input cells	162	1120	42.9
flip-flops and latches	44	1100	42.3
repair buffers	17	165	6.33
well taps	72	90.1	3.45
clock buffers	7	86.3	3.31
inverters	12	45.0	1.73
==> per-stage QoR <==
stage	worst slack (ns)	util, %	area, um2
finish	3.44	47.1	2610
global route	3.34	47.1	2610
CTS	3.43	47.1	2610
detailed placement	3.71	45.5	2520
global placement	3.73	45.5	2520
floorplan	3.85	-	2310
==> registers in the layout, summed over array words and instances (netlist names) <==
register	flops
elevator.ps	5
elevator.floor	2
clk_div.count	28
elevator.move_down	1
clk_div.c_out	1
elevator.timer	5
elevator.open_door	1
elevator.move_up	1
==> power by group <==
part / switching, mW / internal [mW] / total [mW]
logic: 0.0115 / 0.00635 / 0.0178
clock network: 0.0677 / 0.0893 / 0.157
registers: 0 / 0.192 / 0.192
total: 0.0792 / 0.288 / 0.367
==> cell families (layout without fill, tap and decap cells) <==
kind of cell	count (synthesis)	count (layout)	synth area share [%]
AND/OR/NAND/NOR	95	95	24.9
adder cells (fa/ha/maj)	10	10	5.41
flip-flops	44	44	47.7
XOR/XNOR	24	24	9.10
buffers and inverters	18	36	3.84
AND-OR/OR-AND	33	33	9.10
==> worst min path at each step <==
stage            startpoint                 to  slack (ns)
4_1_cts   clk_div.count[27]  clk_div.count[27]        0.47
5_1_grt   clk_div.count[27]  clk_div.count[27]        0.47
6_report  clk_div.count[27]  clk_div.count[27]        0.47
==> cells in the final DEF (no fill, tap or decap), types with 2 or more instances in the layout <==
cell and count:
a21oi_2 2, xor2_1 10, a21oi_1 13, nor4_1 5, clkbuf_8 6, ha_1 10
buf_4 2, and4_1 3, nor4b_1 3, nand3_1 10, and3_2 2, nand2_1 15
o31ai_1 6, nor2b_1 3, o21ai_0 5, nand2b_1 5, nand4_1 9, nor3_1 4
dfrtp_1 43, inv_1 11, nor2_1 19, xnor2_1 14, or4_4 2, or4_1 2
clkdlybuf4s50_1 15, and2_1 4
Power is estimated from default activity; no workload was simulated.
